**design.v**
```verilog
package dinorun_pkg;
localparam int ScreenWidth = 640;
localparam int ScreenHeight = 480;
localparam int Ground = 400;
localparam int ObstacleInitialX = 640;
typedef enum logic [1:0] {
   TITLE_SCREEN,
   RUNNING,
   HIT
} state_t;
endpackage
module lfsr16 (
    input  logic       clk_i,
    input  logic       rst_ni,
    input  logic       next_i,
    output logic [15:0] rand_o
);
always_comb begin
  rand_d[15] = rand_q[14];
  rand_d[14] = rand_q[13];
  rand_d[13] = rand_q[12];
  rand_d[12] = rand_q[11];
  rand_d[11] = rand_q[10];
  rand_d[10] = rand_q[9];
  rand_d[9] = rand_q[8];
  rand_d[8] = rand_q[7];
  rand_d[7] = rand_q[6];
  rand_d[6] = rand_q[5];
  rand_d[5] = rand_q[4];
  rand_d[4] = rand_q[3];
  rand_d[3] = rand_q[2];
  rand_d[2] = rand_q[1];
  rand_d[1] = rand_q[0];
  rand_d[0] = rand_q[15] ^ rand_q[13] ^ rand_q[12] ^ rand_q[10];
end
logic [15:0] rand_d, rand_q;
always_ff @(posedge clk_i) begin
  if (!rst_ni) begin
    rand_q <= 16'b0000000000000001;
  end else if (next_i) begin
    rand_q <= rand_d;
  end
end
assign rand_o = rand_q;
endmodule
```
**run.sh**
```bash
#!/bin/bash
# OpenROAD 26Q1-2900-gdf79404cd8, Yosys 0.63+post, stock flow scripts
make -C /OpenROAD-flow-scripts/flow DESIGN_CONFIG=/design/flow/config.mk WORK_HOME=/design/flow/orfs finish
```
**config.mk**
```make
export PLATFORM = sky130hd
export DESIGN_NAME = lfsr16
export DESIGN_NICKNAME = lfsr16
export VERILOG_FILES = /design/flow/design.v
export SDC_FILE = /design/flow/constraint.sdc
export NUM_CORES = 4
export LEC_CHECK = 1
export CORE_AREA = 10 10 85 85
export DIE_AREA = 0 0 95 95
```
**constraint.sdc**
```tcl
current_design lfsr16

set clk_period 1.2
set clk_io_pct 0.2

create_clock -name clk0 -period $clk_period [get_ports {clk_i}]

set non_clock_inputs [all_inputs -no_clocks]
set_input_delay [expr $clk_period * $clk_io_pct] -clock clk0 $non_clock_inputs
set_output_delay [expr $clk_period * $clk_io_pct] -clock clk0 [all_outputs]
```
==> flow_metrics.py <==
# Physical implementation metrics
metrics = {
    "status": {
        "status": "completed",
    },
    "critical_path": {
        "critPathArrivalTime_ns": 1.19,
        "endpoint_kind": "flop",
        "crit_type": "in2reg",
        "crit_fanout": 17,
        "r2r-start": "rand_q[15]",
        "cp.required_ns": 1.33,
        "worstReg2RegEnd": "rand_q[0]",
        "r2r_cells": 4,
        "regToRegSetupSlack_ns": 0.22,
        "start_kind": "primary input",
    },
    "worst_hold_path": {
        "worstHoldPathType": "reg2reg",
        "worstHoldStart": "rand_q[6]",
        "whs_endpoint": "rand_q[6]",
        "hold_depth": 2,
    },
    "timing": {
        "worst_pin_slew_ns": 0.1325,
        "setup_viol": 0,
        "clock_skew_ns": 0.001008,
        "max_clock_freq_ghz": 0.9433,
        "rsz0062_at_grt": "false",
        "slew_headroom": 0.9091,
        "min_period_ns": 1.060,
        "whs_ns": 0.5299,
        "period_used_share": 0.8835,
        "hold_viol": 0,
        "slew_viol_final": 0,
    },
    "cts": {
        "cts_buffer_depth": 2,
        "htree_levels": 1,
        "cts_root_buf": "clkbuf_8",
        "clk_latency_ns": 0.24,
        "cts_sinks": 16,
        "numCtsBuffers": 3,
        "clkSlewWorstSetupHoldPaths_ns": 0.06,
        "cts_tree": "built",
    },
    "logic_synthesis": {
        "numSynthFlops": 16,
        "syn_inst": 69,
        "yosys_cells": 69,
        "synth.top_cells.by_area": "dfxtp_1, mux2i_1, buf_4, nor2b_1, buf_12",
        "synth_cell_type_count": 11,
        "ys_warn_count": 1,
        "yosys_area_um2": 759.5,
        "ys_seq_frac": 0.4217,
        "syn_area_per_cell_um2": 11.01,
        "yosysTopAreaCell": "dfxtp_1",
        "yosysTopAreaCellShare": 0.4217,
        "synth_area_um2": 759.5,
    },
    "power": {
        "ir_drop_mv": 0.3262,
        "p_per_area_nw_per_um2": 1021,
        "p_total_w": 0.001092,
        "leakagePower_nw": 0.4954,
    },
    "drt": {
        "vias": 475,
        "route.detailed.drc": 0,
        "drt_iter0_drc": 24,
        "drtAntennaViolNets": 0,
        "routedWlPerCell_um": 9.578,
        "insertedDiodeCount": 0,
        "dr.pass1.iters": 2,
        "vias_per_cell": 2.950,
        "routed_wl_mm": 1.542,
    },
    "placed_design": {
        "gp_congestion": 0.6974,
        "portBuffers": 18,
        "dp_cells": 147,
        "hpwl_mm": 1.183,
    },
    "global_route": {
        "grt_pass1_vias": 538,
        "antenna_found_initial": 0,
        "groute.usage.overall": 0.03650,
        "overflow": 0,
        "grt_pass1_wl_mm": 2.656,
        "grt_max_degree": 18,
    },
    "die": {
        "pin_count": 19,
        "die_h_um": 95,
        "fp_util": 0.1388,
        "die_width_um": 95,
        "die_area_um2": 9025,
        "rows": 27,
        "design.core.area_um2": 5473,
    },
    "final_layout": {
        "largest-register": "rand_q",
        "logic_area_um2": 291.5,
        "syn_to_final_growth_pct": 40.86,
        "seqCellArea_um2": 340.3,
        "drive_gt1_frac": 0.4157,
        "instances_no_fill": 161,
        "reg_top3": "rand_q x16",
        "largest_reg_flops": 16,
        "fillers": 618,
    },
    "run": {
        "drv_cap": 0,
        "warnings": 25,
    },
}
## cells by family (layout without fill, tap and decap cells)
group,after synthesis,after routing,share of synthesized area
multiplexers,15,15,0.1977
XOR/XNOR,3,3,0.04449
buffers and inverters,18,38,0.1944
AND/OR/NAND/NOR,16,16,0.1334
flip-flops,16,16,0.4217
AND-OR/OR-AND,1,1,0.008242
## critical path, cell delays in order
cell	delay, ns
clkdlybuf4s50_1	0.51
buf_12	0.18
mux2i_1	0.20
nor2b_1	0.06
## layout by cell type, fill, tap and decap left out, types with 2 or more instances in the layout
cell	netlist	layout
dlygate4sd2_1	0	16
dfxtp_2	0	16
mux2i_1	15	15
nor2b_1	15	15
buf_4	15	15
clkbuf_8	0	4
xnor2_1	2	2
clkdlybuf4s50_1	0	2
## final cells by class
class / instances / area share
timing repair buffer: 34 / 0.2737
multi-input combinational: 35 / 0.2725
sequential: 16 / 0.3181
tap: 72 / 0.08421
clock buffer: 4 / 0.05146
## metal layers
layer | vias up | GRT usage | wire length (µm)
met5 | - | 0 | 0
met4 | 0 | 0.008728 | 25
met3 | 2 | 0.01522 | 95
met2 | 7 | 0.06236 | 802
met1 | 217 | 0.04143 | 618
li1 | 249 | - | -
## power by group
group / switching (W) / internal, W
logic: 0.0000298 / 0.0000538
clock network: 0.000174 / 0.000290
registers: 0.00000372 / 0.000540
total: 0.000207 / 0.000885
## worst max path at each step
stage	from	endpoint	slack, ns	cells past startpoint
4_1_cts	rand_q[11]	rand_o[11]	0.12	1
5_1_grt	next_i	rand_q[11]	0.1	4
6_report	next_i	rand_q[14]	0.14	4
## timing repair
item	CTS	global route
endpoints found under the setup margin	16	0
gates resized	32	0
buffers inserted	10	0
hold buffers	0	0
## stage by stage
step	TNS (ns)	worst slack, ns	utilization	instance area [µm²]
after floorplan	0	0.3454	-	759.5
after global placement	-1.430	-0.1009	0.1717	939.7
after detailed placement	-1.597	-0.1162	0.1717	939.7
after CTS	0	0.1200	0.1955	1070
after global routing	0	0.09607	0.1955	1070
final	0	0.1399	0.1955	1070
## synth_stat cells (all sizes together)
| cell | instances |
|---|---|
| mux2i | 15 |
| nor2b | 15 |
| clkbuf | 1 |
| buf | 17 |
| nor3b | 1 |
| dfxtp | 16 |
| a31oi | 1 |
| xnor2 | 3 |
Power figures rest on the tool's default switching activity, not on a simulated workload.
