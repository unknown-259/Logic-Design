`design/flow/config.mk`:
```
export PLATFORM = sky130hd
export DESIGN_NAME = vga_timer
export DESIGN_NICKNAME = vga_timer
export VERILOG_FILES = /design/flow/design.v
export SDC_FILE = /design/flow/constraint.sdc
export NUM_CORES = 4
export LEC_CHECK = 1
export CORE_AREA = 10 10 82 82
export DIE_AREA = 0 0 92 92
```
`design/flow/constraint.sdc`:
```
current_design vga_timer

set clk_period 3.4
set clk_io_pct 0.2

create_clock -name clk0 -period $clk_period [get_ports {clk_i}]

set non_clock_inputs [all_inputs -no_clocks]
set_input_delay [expr $clk_period * $clk_io_pct] -clock clk0 $non_clock_inputs
set_output_delay [expr $clk_period * $clk_io_pct] -clock clk0 [all_outputs]
```
`design/flow/design.v`:
```
package dinorun_pkg;
localparam int ScreenWidth = 640;
localparam int ScreenHeight = 480;
localparam int Ground = 400;
localparam int ObstacleInitialX = 640;
typedef enum logic [1:0] {
   TITLE_SCREEN,
   RUNNING,
   HIT
} state_t;
endpackage
module vga_timer (
  input  logic       clk_i,
  input  logic       rst_ni,
  output logic       hsync_o,
  output logic       vsync_o,
  output logic       visible_o,
  output logic [9:0] position_x_o,
  output logic [9:0] position_y_o
);
assign position_x_o = count_q_x;
assign position_y_o = count_q_y;
always_comb begin
   count_d_x = count_q_x;
  if (count_q_x < 799) begin
      count_d_x = count_q_x + 1;
  end else begin
      count_d_x  = 0;
   end
end
always_comb begin
   count_d_y = count_q_y;
   if(count_q_x == 799) begin
       if(count_q_y < 524) begin
           count_d_y = count_d_y + 1;
       end else begin
           count_d_y = 0;
       end
   end
end
always_comb begin
   if((count_q_x < 640) && (count_q_y < 480)) begin
       visible_o = 1;
   end else begin
       visible_o = 0;
   end
end
always_comb begin
   if((count_q_x >= 656) && (count_q_x <= 751)) begin
       hsync_o = 0;
   end else begin
       hsync_o = 1;
   end
end
always_comb begin
   if((count_q_y >= 490) && (count_q_y <= 491)) begin
       vsync_o = 0;
   end else begin
       vsync_o = 1;
   end
end
logic [9:0] count_q_x, count_q_y, count_d_x, count_d_y;
always_ff @(posedge clk_i) begin
  if (!rst_ni) begin
      count_q_x <= 0;
      count_q_y <= 0;
  end else begin
      count_q_x <= count_d_x;
      count_q_y <= count_d_y;
  end
end
endmodule
```
`design/flow/run.sh`:
```
#!/bin/bash
# OpenROAD 26Q1-2900-gdf79404cd8, Yosys 0.63+post, stock flow scripts
make -C /OpenROAD-flow-scripts/flow DESIGN_CONFIG=/design/flow/config.mk WORK_HOME=/design/flow/orfs finish
```
==> impl_metrics.py <==
# Flow results
metrics = {
    "run_status": {
        "outcome": "completed",
    },
    "final_layout": {
        "fin_cells": 212,
        "final_cell_mix": "clkdlybuf4s50_1, dfxtp_1, nor2_1",
        "fillCellCount": 578,
        "final_common_cell": "clkdlybuf4s50_1",
        "area_growth_syn_to_layout_pct": 38.0,
        "drive_gt1_frac": 0.0563,
        "finalInstanceArea_um2": 1350,
        "seqCellArea_um2": 400,
        "comb_area_um2": 544,
    },
    "drt": {
        "finalWirelength_um": 2480,
        "antenna-diode-count": 0,
        "wl_per_cell_um": 11.7,
        "ant_nets": 0,
        "firstDrtPassIters": 4,
        "dr_total_vias": 886,
        "viasPerCell": 4.18,
        "drc_errors": 0,
        "drtIter0Drc": 37,
    },
    "worst_hold_path": {
        "hp-class": "flop to flop",
    },
    "final_timing": {
        "skew_ns": 0.00337,
        "setup_viol": 0,
        "rsz0062_at_grt": "no",
        "tightest_slew_ns": 0.666,
        "slew-limit-headroom": 0.553,
        "max_freq_mhz": 436,
        "fin_crit_sh": 0.675,
        "final_max_slew_viol_count": 0,
        "layout_min_cycle_time_ns": 2.30,
        "hold_viol_final": 0,
        "setup_tns_ns": 0,
        "holdWs_ns": 0.488,
    },
    "synth": {
        "yosys.cell_types.count": 30,
        "syn_inst": 117,
        "edf_count": 0,
        "ys.flops": 20,
        "syn_area_um2": 978,
        "ff_type": "dfxtp_1",
        "synth.yosys.warnings": 1,
        "avgSynthCellArea_um2": 8.36,
        "async_reset_ff_frac": 0,
        "ys_cells": 117,
        "ys_seq_frac": 0.409,
        "ys_chip_area_um2": 978,
    },
    "power_and_ir_drop": {
        "seq_power_share": 0.554,
        "p_int_mw": 0.350,
        "power_mw": 0.436,
        "switching_share": 0.199,
        "p_comb_frac": 0.040,
        "peakVddDrop_v": 0.000173,
        "powerDensity_nw_per_um2": 323,
        "p_sw_mw": 0.0868,
        "p_clk_frac": 0.406,
        "leakage_nw": 0.425,
    },
    "floorplan": {
        "chip_area_um2": 8460,
        "ioPinCount": 25,
        "core_um2": 5070,
        "fp_util": 0.193,
        "die_x_um": 92,
        "rows": 26,
        "die_h_um": 92,
    },
    "job": {
        "warnings": 27,
        "drv_cap": 0,
    },
    "cts": {
        "cts_buffer_depth": 2,
        "cts.reportedPaths.clkPinSlew_ns": 0.07,
        "cts-root-buf": "clkbuf_8",
        "worstSkewPairLatency_ns": 0.25,
        "tritoncts": "done",
        "cts_resized": 0,
        "cts_made_buffers": 3,
        "htreeDepth": 1,
        "clkSinkCount": 20,
        "postCtsHoldBufs": 0,
        "post-cts-setup-buffers": 0,
    },
    "grt": {
        "grt_overflow": 0,
        "grt_pass1_wl_um": 4260,
        "antenna_found_initial": 0,
        "grt_usage": 0.0593,
        "grt_max_degree": 12,
        "grt_pass1_vias": 856,
    },
    "placement": {
        "io_buffers": 24,
        "gp_congestion": 0.775,
        "placed_area_um2": 1290,
        "dp_hpwl_um": 1900,
        "dp_cells": 208,
    },
    "worst_setup_path": {
        "required_ns": 2.72,
        "worstSetupPathType": "flop to primary output",
        "critical_path_arrival_ns": 1.62,
        "start_kind": "flop",
        "end_kind": "primary output",
        "crit_fanout": 6,
    },
}
[cell families after synthesis]
family | count (synthesis) | share of synthesized area
DFF | 20 | 0.409
AOI/OAI and AO/OA | 15 | 0.0946
and+or+nand+nor | 58 | 0.315
adders and majority gates | 3 | 0.0384
buffers and inverters | 9 | 0.0345
muxes | 1 | 0.0102
xor gates and xnor gates | 11 | 0.0985
[path summary, 6_finish.rpt]
kind                              startpoint      endpoint  slack (ns)  cells after the start
worst max-delay path            count_q_y[5]     visible_o        1.10                      4
worst min-delay path            count_q_x[0]  count_q_x[0]        0.49                      1
worst max register to register  count_q_x[0]  count_q_y[8]        1.39                      5
worst min register to register  count_q_x[0]  count_q_x[0]        0.49                      1
[power by group through the flow]
stage                 sequential [mW]  clock, mW  combinational [mW]
final                           0.242      0.177              0.0174
after global routing            0.242      0.192              0.0201
after CTS                       0.242      0.185              0.0183
[through the flow]
step / setup WS, ns / util
after floorplan: 1.52 / -
after global placement: 1.35 / 0.255
after detailed placement: 1.38 / 0.255
after CTS: 1.09 / 0.266
after global routing: 0.989 / 0.266
final: 1.10 / 0.266
[cell usage after synthesis, types with 2 or more instances]
master | number | area (um^2)
a21oi_1 | 5 | 25.0
and3_1 | 3 | 18.8
clkbuf_1 | 3 | 11.3
dfxtp_1 | 20 | 400
ha_1 | 3 | 37.5
inv_1 | 6 | 22.5
nand2_1 | 6 | 22.5
nand2b_1 | 2 | 12.5
nand3_1 | 10 | 50.1
nand4_1 | 5 | 31.3
nor2_1 | 17 | 63.8
nor3_1 | 5 | 25.0
nor4_1 | 2 | 12.5
o21ai_0 | 3 | 15.0
o21ai_1 | 2 | 10.0
or3_1 | 2 | 12.5
xnor2_1 | 8 | 70.1
xor2_1 | 3 | 26.3
[final cells by class]
class                           instances  share of cell area
Clock buffer                            4              0.0408
Inverter                                6              0.0167
Multi-Input combinational cell         88               0.403
Sequential cell                        20               0.297
Tap cell                               70              0.0649
Timing Repair Buffer                   24               0.178
[state kept, by name, summed over array words and instances, names as in the netlist]
signal / count
count_q_x: 10
count_q_y: 10
[critical path, cell delays in order, from the launching register on]
cell and delay [ns]:
dfxtp_1 0.44, nand3_1 0.18, nor2_1 0.24, nor3_1 0.08
clkdlybuf4s50_1 0.43
[per-layer routing]
metal | global-route usage | part of all wire | vias to the layer above
li1 | - | - | 463
met1 | 0.0839 | 0.49 | 403
met5 | 0 | 0 | -
met2 | 0.0847 | 0.42 | 18
met3 | 0.0280 | 0.079 | 2
met4 | 0.00257 | 0.0052 | 0
