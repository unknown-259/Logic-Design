<file path="run.sh">
#!/bin/bash
# OpenROAD 26Q1-2900-gdf79404cd8, Yosys 0.63+post, stock flow scripts
make -C /OpenROAD-flow-scripts/flow DESIGN_CONFIG=/design/flow/config.mk WORK_HOME=/design/flow/orfs finish
</file>
<file path="constraint.sdc">
current_design basys3_7seg_driver

set clk_period 3.4
set clk_io_pct 0.2

create_clock -name clk0 -period $clk_period [get_ports {clk_1k_i}]

set non_clock_inputs [all_inputs -no_clocks]
set_input_delay [expr $clk_period * $clk_io_pct] -clock clk0 $non_clock_inputs
set_output_delay [expr $clk_period * $clk_io_pct] -clock clk0 [all_outputs]
</file>
<file path="design.v">
package dinorun_pkg;
localparam int ScreenWidth = 640;
localparam int ScreenHeight = 480;
localparam int Ground = 400;
localparam int ObstacleInitialX = 640;
typedef enum logic [1:0] {
   TITLE_SCREEN,
   RUNNING,
   HIT
} state_t;
endpackage
module basys3_7seg_driver (
   input              clk_1k_i,
   input              rst_ni,
   input  logic       digit0_en_i,
   input  logic [3:0] digit0_i,
   input  logic       digit1_en_i,
   input  logic [3:0] digit1_i,
   input  logic       digit2_en_i,
   input  logic [3:0] digit2_i,
   input  logic       digit3_en_i,
   input  logic [3:0] digit3_i,
   output logic [3:0] anode_o,
   output logic [6:0] segments_o
);
hex7seg segment_decoder (
   .d3(current_digit[3]),
   .d2(current_digit[2]),
   .d1(current_digit[1]),
   .d0(current_digit[0]),
   .A(seg_o[0]),
   .B(seg_o[1]),
   .C(seg_o[2]),
   .D(seg_o[3]),
   .E(seg_o[4]),
   .F(seg_o[5]),
   .G(seg_o[6])
);
logic [3:0] current_digit;
logic [6:0] seg_o;
always_comb begin
   if (anode_o == 4'b1111) begin
       segments_o = 7'b1111111;
   end else begin
       segments_o = ~seg_o;
   end
end
always_comb begin
   digit_select_d = digit_select_q;
   anode_o = 4'b1111;
   case (digit_select_q)
       2'b00: begin
           if (digit0_en_i) begin
               anode_o = 4'b1110;
           end
           current_digit = digit0_i;
       end
       2'b01: begin
           if (digit1_en_i) begin
               anode_o = 4'b1101;
           end
           current_digit = digit1_i;
       end
       2'b10: begin
           if (digit2_en_i) begin
               anode_o = 4'b1011;
           end
           current_digit = digit2_i;
       end
       2'b11: begin
           if (digit3_en_i) begin
               anode_o = 4'b0111;
           end
           current_digit = digit3_i;
       end
       default: begin
           current_digit = 4'b0000;
           anode_o = 4'b1111;
       end
   endcase
end
logic [1:0] digit_select_d, digit_select_q;
always_ff @(posedge clk_1k_i) begin
   if (!rst_ni) begin
       digit_select_q <= 2'b00;
   end else begin
       digit_select_q <= digit_select_d + 2'b01;
   end
end
endmodule
module hex7seg(
   input  logic d3,d2,d1,d0,
   output logic A,B,C,D,E,F,G
);
assign A = (~d3&~d2&~d1&~d0) || (~d3&~d2&d1&~d0) || (~d3&~d2&d1&d0) ||
(~d3&d2&~d1&d0) || (~d3&d2&d1&~d0) || (~d3&d2&d1&d0) || (d3&~d2&~d1&~d0) ||
(d3&~d2&~d1&d0) || (d3&~d2&d1&~d0) || (d3&d2&~d1&~d0) || (d3&d2&d1&~d0) ||
(d3&d2&d1&d0);
assign B = (~d3&~d2&~d1&~d0) || (~d3&~d2&~d1&d0) ||  (~d3&~d2&d1&~d0) ||
(~d3&~d2&d1&d0) ||  (~d3&d2&~d1&~d0) || (~d3&d2&d1&d0) || (d3&~d2&~d1&~d0) ||
(d3&~d2&~d1&d0) || (d3&~d2&d1&~d0) || (d3&d2&~d1&d0);
assign C = (~d3&~d2&~d1&~d0) || (~d3&~d2&~d1&d0) || (~d3&~d2&d1&d0) ||
(~d3&d2&~d1&~d0) ||  (~d3&d2&~d1&d0) || (~d3&d2&d1&~d0) || (~d3&d2&d1&d0) ||
(d3&~d2&~d1&~d0) || (d3&~d2&~d1&d0) || (d3&~d2&d1&~d0) || (d3&~d2&d1&d0) ||
(d3&d2&~d1&d0);
assign D = (~d3&~d2&~d1&~d0) || (~d3&~d2&d1&~d0) || (~d3&~d2&d1&d0) ||
(~d3&d2&~d1&d0) || (~d3&d2&d1&~d0) || (d3&~d2&~d1&~d0) || (d3&~d2&~d1&d0) ||
(d3&~d2&d1&d0) || (d3&d2&~d1&~d0) || (d3&d2&~d1&d0) || (d3&d2&d1&~d0);
assign E = (~d3&~d2&~d1&~d0) || (~d3&~d2&d1&~d0) || (~d3&d2&d1&~d0) ||
(d3&~d2&~d1&~d0) || (d3&~d2&d1&~d0) || (d3&~d2&d1&d0) || (d3&d2&~d1&~d0) ||
(d3&d2&~d1&d0) || (d3&d2&d1&~d0) || (d3&d2&d1&d0);
assign F = (~d3&~d2&~d1&~d0) || (~d3&d2&~d1&~d0) ||  (~d3&d2&~d1&d0) ||
(~d3&d2&d1&~d0) || (d3&~d2&~d1&~d0) || (d3&~d2&~d1&d0) || (d3&~d2&d1&~d0) ||
(d3&~d2&d1&d0) || (d3&d2&~d1&~d0) || (d3&d2&d1&~d0) || (d3&d2&d1&d0);
assign G = (~d3&~d2&d1&~d0) || (~d3&~d2&d1&d0) ||  (~d3&d2&~d1&~d0) ||
(~d3&d2&~d1&d0) || (~d3&d2&d1&~d0) || (d3&~d2&~d1&~d0) || (d3&~d2&~d1&d0) ||
(d3&~d2&d1&~d0) || (d3&~d2&d1&d0) || (d3&d2&~d1&d0) || (d3&d2&d1&~d0) ||
(d3&d2&d1&~d0) || (d3&d2&d1&d0);
endmodule
</file>
<file path="config.mk">
export PLATFORM = sky130hd
export DESIGN_NAME = basys3_7seg_driver
export DESIGN_NICKNAME = basys3_7seg_driver
export VERILOG_FILES = /design/flow/design.v
export SDC_FILE = /design/flow/constraint.sdc
export NUM_CORES = 4
export LEC_CHECK = 1
export CORE_AREA = 10 10 72 72
export DIE_AREA = 0 0 82 82
</file>
==> impl_metrics.env <==
# source this file to load flow results
export IMPL_setup_worst_path_end_class="output pin"
export IMPL_min_period_ps=3260
export IMPL_reg_largest_list="digit_select_q (2)"
export IMPL_chipHeight_um=82
export IMPL_dp_cells=144
export IMPL_ff2ff_path_depth=3
export IMPL_stdcell_count=148
export IMPL_dp_hpwl_um=1570
export IMPL_start_kind="input port"
export IMPL_largest_reg_flops=2
export IMPL_h_tree_depth=1
export IMPL_gp_congestion=0.755
export IMPL_grt_usage_pct=5.78
export IMPL_hold_ws_ps=484
export IMPL_cts_sinks=2
export IMPL_avgViaCountPerCell=4.24
export IMPL_grt_remaining_overflow=0
export IMPL_placed_area_um2=856
export IMPL_fin_setup_tns_ps=0
export IMPL_cts_buffer_depth=2
export IMPL_hold_class="flop to flop"
export IMPL_worst_pin_slew_ps=466
export IMPL_fmax_mhz=307
export IMPL_post_synth_top_count_cell="inv_1"
export IMPL_required_ps=2720
export IMPL_maxCapViolations=0
export IMPL_cpPeakStageDelay_ps=510
export IMPL_cp_arrival_ps=2580
export IMPL_final_area_um2=972
export IMPL_die_w_um=82
export IMPL_die_area_um2=6720
export IMPL_grt_max_degree=13
export IMPL_insertion_delay_ps=210
export IMPL_path_clk_slew_ps=30
export IMPL_openroad_warnings=29
export IMPL_antenna_cells_inserted=0
export IMPL_leakagePower_nw=0.403
export IMPL_cts_buffers=3
export IMPL_slew_violations=0
export IMPL_cpMaxStageDelayCell="clkdlybuf4s50_1"
export IMPL_cts_tree="yes"
export IMPL_crit_chain="clkdlybuf4s50_1 > a222oi_1 > mux2_4 > nand2_2 > o311ai_2 > clkdlybuf4s50_1"
export IMPL_crit_type="input port to output pin"
export IMPL_ioPinCount=33
export IMPL_grt_pass1_wl_um=3060
export IMPL_edf_count=0
export IMPL_synth_area_leader_cell="ha_1"
export IMPL_top_register="digit_select_q"
export IMPL_slew_headroom_pct=68.1
export IMPL_hold_viol=0
export IMPL_yosys_stat_area_um2=478
export IMPL_holdBufCountCts=0
export IMPL_drtIter0Drc=46
export IMPL_crit_path_max_fanout=5
export IMPL_hold_depth=1
export IMPL_finalSetupViolations=0
export IMPL_grt_pass1_vias=605
export IMPL_r2r_start="digit_select_q[0]"
export IMPL_drt_first_pass_iters=5
export IMPL_antenna_left=0
export IMPL_hp_start="digit_select_q[0]"
export IMPL_syn_area_per_cell_um2=7.35
export IMPL_yosys_cells=65
export IMPL_crit_start="digit3_i[2]"
export IMPL_pre_cts_slack_ps=-82.7
export IMPL_timing_rr_end="digit_select_q[1]"
export IMPL_core_area_um2=3690
export IMPL_syn_to_final_growth_pct=103
export IMPL_rsz0062_at_grt="yes"
export IMPL_synthCells=65
export IMPL_setup_slack_ps=138
export IMPL_async_reset_ff_share_pct=0
export IMPL_yosysWarnings=1
export IMPL_wl_per_cell_um=13.4
export IMPL_cts_root_buf="clkbuf_8"
export IMPL_yosysSeqAreaShare_pct=8.38
export IMPL_fp_util_pct=13.0
export IMPL_final_period_utilization_pct=95.9
export IMPL_total_power_mw=0.346
export IMPL_drc_errors=0
export IMPL_r2r_setup_slack_ps=2430
export IMPL_p_per_area_nw_per_um2=356
export IMPL_finish_utilization_pct=26.4
export IMPL_topCellsByArea="ha_1 (10%), a222oi_1 (8.4%), dfxtp_1 (8.4%)"
export IMPL_synth_top_area_share_pct=10.5
export IMPL_ys_flops=2
export IMPL_antenna_found_initial=0
export IMPL_synthesis_area_um2=478
export IMPL_dr_total_vias=628
export IMPL_peakVddDrop_uv=211
export IMPL_status="completed"
export IMPL_min_to="digit_select_q[0]"
export IMPL_flop_cell="dfxtp_1"
export IMPL_crit_path_frequent_cell="clkdlybuf4s50_1"
export IMPL_drive_gt1_share_pct=20.0
export IMPL_fin_skew_ps=3.90
export IMPL_yosys_top_cells_count="inv_1 (9), nand2_1 (6), nor2_1 (6)"
export IMPL_wirelength_um=1980
export IMPL_num_rows=22
export IMPL_port_buffers=32
export IMPL_synth_cell_types=28
==> area by class of cell <==
class	count	area, um2
clock buffer	3	41.3
fill	397	2720
inverter	9	33.8
multi-input combinational	52	454
sequential	2	40.0
tap	48	60.1
timing repair buffer	34	343
==> per-layer routing <==
layer  up-vias  GRT usage, %  wire length (um)
met1       283          7.46               908
met5         -             0                 0
met2        27          9.09               876
met4         0         0.340                 0
li1        318             -                 -
met3         0          2.64               193
==> layout by cell type (no fill, tap or decap), types with 3 or more instances in the layout <==
cell type        Yosys  layout
a222oi_1             4       4
clkbuf_8             0       3
clkdlybuf4s50_1      0      29
dlymetal6s2s_1       0       3
ha_1                 4       3
inv_1                9       9
mux2i_1              3       3
nand2_1              6       4
nand4_1              3       3
nor2_1               6       5
o221ai_2             0       3
==> where the power goes <==
part	internal, mW	switching (mW)
sequential	0.0259	0.00234
clock	0.0748	0.0177
combinational	0.132	0.0936
==> worst max-delay path: cells and delay by family <==
kind	cells	cell delay, ps
AOI/OAI and AO/OA	2	650
buffers and inverters	2	910
and+or+nand+nor	1	80
muxes	1	270
==> worst max path at each step <==
stage	to	slack [ps]	cells past startpoint
finish	segments_o[2]	140	6
global route	segments_o[3]	9	8
CTS	segments_o[6]	20	8
==> cells by family after synthesis <==
logic type                 Yosys count  synth area share, %
buffers and inverters               11                 9.16
DFF                                  2                 8.38
muxes                                7                 17.0
adders and majority gates            4                 10.5
AOI/OAI and AO/OA                   18                 30.9
xor gates and xnor gates             1                 1.83
and+or+nand+nor                     22                 22.3
==> timing repair <==
action | 4_1_cts | 5_1_grt
endpoints found under the setup margin | 3 | 7
buffers inserted | 1 | 0
pin swaps | 1 | 6
resized | 1 | 15
No activity file was given, so power comes from the tool's default toggle rates.
